==> flow/design.v <==
`default_nettype none
module chainshifter(
	input wire[31:0]	in,
	input wire[4:0]		shft,
	input wire			arith,
	output wire[31:0]	out
);
wire[31:0] stage1;
wire[31:0] stage2;
wire[31:0] stage3;
wire[31:0] stage4;
assign stage1	= shft[4] ? {{16{arith ? in[31] : 1'b0}}, {in[31:16]}} : in;
assign stage2	= shft[3] ? {{8{arith ? in[31] : 1'b0}}, {stage1[31:8]}} : stage1;
assign stage3	= shft[2] ? {{4{arith ? in[31] : 1'b0}}, {stage2[31:4]}} : stage2;
assign stage4	= shft[1] ? {{2{arith ? in[31] : 1'b0}}, {stage3[31:2]}} : stage3;
assign out		= shft[0] ? {{1{arith ? in[31] : 1'b0}}, {stage4[31:1]}} : stage4;
endmodule
`default_nettype wire
==> flow/run.sh <==
#!/bin/bash
# OpenROAD 26Q1-2900-gdf79404cd8, Yosys 0.63+post, stock flow scripts
make -C /OpenROAD-flow-scripts/flow DESIGN_CONFIG=/design/flow/config.mk WORK_HOME=/design/flow/orfs finish
==> flow/config.mk <==
export PLATFORM = sky130hd
export DESIGN_NAME = chainshifter
export DESIGN_NICKNAME = chainshifter
export VERILOG_FILES = /design/flow/design.v
export SDC_FILE = /design/flow/constraint.sdc
export NUM_CORES = 4
export LEC_CHECK = 1
export CORE_UTILIZATION = 50
==> flow/constraint.sdc <==
current_design chainshifter

set clk_period 4.1
set clk_io_pct 0.2

create_clock -name clk0 -period $clk_period

set non_clock_inputs [all_inputs -no_clocks]
set_input_delay [expr $clk_period * $clk_io_pct] -clock clk0 $non_clock_inputs
set_output_delay [expr $clk_period * $clk_io_pct] -clock clk0 [all_outputs]
==> deck_impl_summary.md <==
Synthesis and Place & Route Summary

Routing
  – TritonRoute pass-1 iters: 5
  – Vias per inst: between 6 and 7
  – Initial DRC count: roughly 440
  – Routed Wire Length: roughly 8700 um
  – Antenna viol nets, final: 0
  – Ant. Diodes: 0
  – WL/cell: ~19 um
  – Drc violations: 0
  – Via Count: 3,028

Setup path
  – Worst Path Max Fanout: 17
  – CP Data Arrival Time: roughly 3200 ps
  – Worst path required time: approximately 3300 ps
  – Setup crit end kind: output port
  – Startpoint types: input port
  – Critical path class: input port to output port

GRT
  – Vias in the first global route: between 2,000 and 3,000
  – Gr usage total: 0.3734
  – Largest net degree at the start of global routing: 29
  – GRT overflow: 0
  – First-pass GRT wire length: roughly 14,000 um
  – Initial antenna violation count: 0

Final timing
  – Rel. slew slack: 0.6711
  – Setup-failing EPs final: 0
  – Fin crit period: 4001 ps
  – Maximum clock rate: 0.2499 GHz
  – RSZ-0062 raised after global routing: no
  – Tcrit/Tclk final: 0.9758
  – Final TNS setup: 0 ps
  – Max Slew Vio Count: 0
  – Worst Tran Pin Value: about 500 ps
  – Final hold vios: 0

Cells and area
  – CLK BUF: 0
  – Top cell excl fill/tap: clkdlybuf4s50_1
  – FILL cells: 309
  – Top cells excl fill/tap: clkdlybuf4s50_1, mux2i_1, buf_4
  – Layout cell share with drive strength beyond 1: 0.2200
  – Final Non-Filler Cells: 452
  – Area Growth Syn to Fin: 45.08%
  – Flip-flops: 0
  – Flop area: 0 um^2

Power and ir drop
  – Max VDD drop: around 0.00011 V
  – Cell Pwr Density: 136.8 nW/um^2
  – Lkg Pwr: about 1.3 nW
  – Clock power share: 0
  – Switching Share: 0.4504
  – Internal power: roughly 0.25 mW
  – Combinational power share: 1.000
  – Switch Pwr: ~0.20 mW
  – Sequential share of power: 0

Synth
  – Main area contributors: mux2i_1, mux4_2, mux2_2
  – Synth area leader: mux2i_1
  – Syn avg cell area: between 7 and 8 um^2
  – Seq share, synth: 0
  – Cell total in the yosys stat output: between 300 and 400
  – Post-Syn Instances: 317
  – Yosys warnings: 0
  – Yosys stat chip area: between 2000 and 2500 um^2
  – Synth Cell Area: 2276 um^2
  – Top cell area share: 0.2067
  – Post-synth cell types: between 40 and 50

Placement
  – Dpl cells: 452
  – Final GP Congestion: 1.010
  – DP Wirelength: ~6900 um
  – I/O Buffers: 70

Die
  – Core Box Area: 4354 um^2
  – I/O pins: about 70
  – Die area: between 4000 and 5000 um^2
  – Rows: 24
  – Die Span X: roughly 70 um
  – Fp util: 0.5227
  – Die Ht: 69.47 um

Status
  – Outcome: completed

Clocking
  – Setup Buffers After CTS: 0

Job
  – Tool warnings: 33
  – Max Cap Violations: 0

Min path
  – Min-delay worst type: input port to output port
[layer usage]
layer / GRT usage / vias to the layer above / part of all wire
li1: - / 1419 / -
met5: 0 / - / 0
met2: 0.5771 / 191 / 0.45
met3: 0.07670 / 13 / 0.11
met1: 0.5527 / 1405 / 0.43
met4: 0.06122 / 0 / 0.016
[worst paths after layout]
check / from / to / cells after the start
worst max-delay path: shft[2] / out[6] / 9
worst min-delay path: shft[4] / out[20] / 5
[synth_stat cells (2+ instances only)]
cell type / number
buf_1: 5
nor4_1: 2
nand2_1: 30
inv_1: 5
o21ai_0: 23
o211ai_1: 9
or2_2: 2
mux2_2: 19
a31oi_1: 2
a32oi_1: 7
and3_1: 3
mux2i_1: 47
mux4_2: 11
buf_2: 14
a2111oi_0: 4
nor3_1: 13
a211oi_1: 9
and2_1: 3
a21oi_1: 21
o31ai_1: 3
a21boi_0: 2
a221oi_1: 8
nand3_1: 8
clkbuf_1: 14
a22o_1: 2
a22oi_1: 4
nor2_1: 23
o22ai_1: 4
nor2b_1: 3
[timing repair]
item                                    in CTS  in global routing
hold endpoints to repair                     0                  0
hold buffers                                 0                  0
endpoints found under the setup margin       0                 25
resized                                      0                  8
[kinds of logic (layout without fill, tap and decap cells)]
group / after synthesis / count (layout) / synth area share
simple gates: 89 / 89 / 0.1765
buf+inv: 41 / 124 / 0.08027
compound gates: 109 / 109 / 0.3271
mux: 78 / 78 / 0.4162
[area by class of cell]
class | count | area [um^2] | share of cell area
Tap cell | 52 | 65.06 | 0.01970
Timing Repair Buffer | 118 | 1111 | 0.3365
Inverter | 6 | 22.52 | 0.006821
Multi-Input combinational cell | 276 | 2103 | 0.6370
[stage by stage]
| stage | total power, mW | hold WS, ps | setup WS, ps | utilization | cell area (um^2) |
|---|---|---|---|---|---|
| floorplan | 0.2200 | 1692 | 1069 | - | 2276 |
| global placement | 0.4372 | 2767 | 70.96 | 0.7532 | 3279 |
| detailed placement | 0.4416 | 2779 | 19.03 | 0.7532 | 3279 |
| CTS | 0.4427 | 2780 | 20.22 | 0.7532 | 3279 |
| global route | 0.4860 | 2706 | 18.73 | 0.7583 | 3302 |
| finish | 0.4517 | 2651 | 99.11 | 0.7583 | 3302 |
[worst max-delay path, stage by stage]
cell,delay [ps]
clkdlybuf4s50_1,610
inv_1,220
buf_12,210
mux2i_1,120
o21ai_0,350
buf_4,200
a22oi_1,70
o31ai_1,80
clkdlybuf4s50_1,490
[power by group through the flow]
| stage | Sequential (mW) | Combinational, mW | Clock (mW) |
|---|---|---|---|
| after CTS | 0 | 0.443 | 0 |
| after global routing | 0 | 0.486 | 0 |
| final | 0 | 0.452 | 0 |
Power and IR drop assume default switching activity.
