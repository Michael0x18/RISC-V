==> flow/design.v <==
`default_nettype none
module ALU(
	input wire[2:0] alu_op1,  
	input wire[6:0] alu_op2, 
	input wire[31:0] s1,     
	input wire[31:0] s2,     
	output logic[31:0] res    
);
wire[3:0] alu_op = {alu_op1,alu_op2[5]};
localparam ALU_ADD  = 4'h0;  
localparam ALU_SUB  = 4'h1;  
localparam ALU_XOR  = 4'h8;  
localparam ALU_OR   = 4'hC;  
localparam ALU_AND  = 4'hE;  
localparam ALU_SLL  = 4'h2;  
localparam ALU_SRL  = 4'hA;  
localparam ALU_SRA  = 4'hB;  
localparam ALU_SLT  = 4'h4;  
localparam ALU_SLTU = 4'h6;  
wire signed s1s = s1;
wire signed s2s = s2;
always_comb begin
	unique case(alu_op)
	ALU_ADD:
		res = s1 + s2;
	ALU_SUB:
		res = s1 - s2;
	ALU_XOR:
		res = s1 ^ s2;
	ALU_OR:
		res = s1 | s2;
	ALU_AND:
		res = s1 & s2;
	ALU_SLL:
		res = {s1[30:0],1'b0};
	ALU_SRL:
		res = {1'b0, s1[31:1]};
	ALU_SRA:
		res = {s1[31], s1[31:1]};
	ALU_SLT:
		res = s1s<s2s ? 32'b1 : 32'b0;
	ALU_SLTU:
		res = s1<s2 ? 32'b1 : 32'b0;
	default:
		res = 32'hXXXXXXXX;
	endcase
end
endmodule
`default_nettype wire
==> flow/run.sh <==
#!/bin/bash
# OpenROAD 26Q1-2900-gdf79404cd8, Yosys 0.63+post, stock flow scripts
make -C /OpenROAD-flow-scripts/flow DESIGN_CONFIG=/design/flow/config.mk WORK_HOME=/design/flow/orfs finish
==> flow/config.mk <==
export PLATFORM = sky130hd
export DESIGN_NAME = ALU
export DESIGN_NICKNAME = ALU
export VERILOG_FILES = /design/flow/design.v
export SDC_FILE = /design/flow/constraint.sdc
export NUM_CORES = 4
export LEC_CHECK = 1
export CORE_UTILIZATION = 30
==> flow/constraint.sdc <==
current_design ALU

set clk_period 16.4
set clk_io_pct 0.2

create_clock -name clk0 -period $clk_period

set non_clock_inputs [all_inputs -no_clocks]
set_input_delay [expr $clk_period * $clk_io_pct] -clock clk0 $non_clock_inputs
set_output_delay [expr $clk_period * $clk_io_pct] -clock clk0 [all_outputs]
==> CHANGELOG.md <==
### Physical design

- Power per Cell Area: 34.5 nW/um2
- Setup TNS: 0 ns
- Worst vdd ir: 0.0118 mV
- Syn. warnings: 1
- Status: finished clean
- Register area: 0 um2
- Clock buf count: 0
- Grt total ovfl: 0
- Initial antenna violation count: 0
- Drt wl/cell: 16.8 um
- Max_cap viols: 0
- Die Wd: 140 um
- Area Overhead vs Synth: 18.3%
- Die height: 140 um
- Post-Syn Area: 5720 um2
- Vias in the first global route: 6,114
- Final Cycle Share: 64.1%
- I/O pin cnt: 106
- Post-CTS Setup Bufs: 0
- Hold Path Stages: 4
- Commonest Layout Cell: clkdlybuf4s50_1
- Worst Setup End Kind: primary output
- CP Launch Type: primary input
- Final hold violation count: 0
- Via count: 6,388
- Met3 GRT Util: 1.32%
- Post-CTS resize count: 0
- Tally of OpenROAD warnings: 103
- Antenna fix cells: 0
- RSZ-0062 raised after global routing: false
- F_max: 95.2 MHz
- Flop count: 0
- Hold_buf cts: 0
- GRT Util Overall: 19.4%
- Min Tclk post-route: 10.51 ns
- CORE AREA: 18,700 um2
- Hold_ws: 7.64 ns
- Yosys stat cell total: 834
- Register share after synthesis: 0%
- GP Congestion: 0.947
- Leakage: 0.00289 uW
- Synthesized instance count: 834
- DRC viols: 0
- Commonest cells after routing, fill and taps aside: 100 x clkdlybuf4s50_1, 97 x inv_1, 97 x ha_1
- DP HPWL: 14.5 mm
- Layout cells sized above 1: 5.29%
- Final WL: 18.8 mm
- Most crowded layer after global routing: met2
- Hold Path Class: in -> out
- Vias per cell: 5.69
- Max-slew violations: 0
- Port bufs: 100
- CP required: 13.12 ns
- Crit path kind: in -> out
- M1 GR Usage: 28.9%
- Final Setup Violations: 0
- Die area: 19,600 um2
- First-pass GRT wire length: 31.4 mm
- Slew @ Worst Pin: 0.789 ns
- Row count: 50
- Pin count of the biggest net entering global routing: 42
- Starting DRT DRC Count: 422
- Post-synthesis cell type count: 91
- Yosys Chip Area: 5720 um2
- DRT antenna net count: 0
- Syn_area_per_cell: 6.86 um2
- Met2 GRT Util: 30.9%
- # fillers: 1,969
- Detailed Routing Iterations Pass 1: 5
- Fp_density: 30.6%
- CP Data Arrival Time: 7.23 ns
- Critical Path Fanout Max: 5
- Relative slew slack: 46.9%
cell usage after synthesis (14+ instances only):
master	count	share of area [%]
nor2_1	65	4.3
a221o_1	31	5.4
a22oi_1	15	2.0
ha_1	97	21
nand3_1	21	1.8
o211ai_1	21	2.8
nor3_1	18	1.6
clkbuf_1	32	2.1
inv_1	97	6.4
a21o_1	15	2.0
o221ai_1	14	2.1
o21ai_0	53	4.6
a21oi_1	69	6.0
nand2_1	65	4.3
a211oi_1	14	1.8
cell type report:
class,count,area [um2],area share (%)
multi-input cells,680,5030,74.3
repair buffers,111,1080,16.0
inverters,97,364,5.38
well taps,234,293,4.32
cells by family (layout without fill, tap and decap cells):
family	after synthesis	count (layout)	synth area share (%)
AND-OR/OR-AND	333	333	43.7
XOR/XNOR	5	5	0.765
adder cells (fa/ha/maj)	99	99	21.9
buffers and inverters	154	208	12.5
multiplexers	2	2	0.350
AND/OR/NAND/NOR	241	241	20.7
critical path: stages:
cell and delay (ns):
clkdlybuf4s50_1 0.55, inv_1 0.09, ha_1 0.23, fa_1 0.42, or2_1 0.27, a221oi_2 0.21, o21ba_2 0.20, o32ai_4 0.11
o221ai_1 0.28, a31oi_1 0.27, o21ai_0 0.47, a21oi_1 0.12, a31oi_1 0.22, clkdlybuf4s50_1 0.50
where the power goes:
group | switching (uW) | leakage, uW | internal, uW | total (uW)
registers | 0 | 0 | 0 | 0
clock network | 0 | 0 | 0 | 0
logic | 125 | 0.00289 | 108 | 234
routing by layer:
layer / wire (um) / vias to the layer above / part of all wire (%)
met1: 9190 / 2976 / 49
li1: - / 3219 / -
met3: 882 / 14 / 4.7
met4: 201 / 0 / 1.1
met2: 8540 / 179 / 45
met5: 0 / - / 0
per-stage QoR:
stage | power (uW) | area [um2] | std cells | utilization (%) | setup WS, ns
after global placement | 231 | 6770 | 1122 | 36.2 | 5.91
final | 234 | 6770 | 1122 | 36.2 | 5.89
after floorplan | 148 | 5720 | 834 | - | 7.34
after global routing | 258 | 6770 | 1122 | 36.2 | 5.55
after detailed placement | 231 | 6770 | 1122 | 36.2 | 5.91
after CTS | 233 | 6770 | 1122 | 36.2 | 5.90
path summary, 6_finish.rpt:
path   start       to  slack, ns
min   s1[12]  res[13]       7.64
max    s1[0]  res[28]       5.89
Power figures rest on the tool's default switching activity, not on a simulated workload.
