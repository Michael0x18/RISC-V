$ cat flow/design.v
`default_nettype none
module decode(
	input wire clk,
	input wire rst_n,
	input wire[31:0] InstrF,	 
	input wire[31:0] PCF,		 
	input wire[31:0] PCplus4F,  
	input wire branch_predicted_taken_in,	 
	input wire[31:0] branch_target_in,	 
	input wire mstall_n_in,		 
	output wire[31:0] instruction_out, 
	output wire[31:0] PC_out, 
	output wire[31:0] PCplus4_out, 
	output wire branch_predict_out, 
	output wire[31:0] branch_target_predict_out, 
	output wire[6:0] opcode,	 
	output wire[2:0] funct3,
	output wire[6:0] funct7,
	output wire[4:0] RD,		 
	output wire[4:0] RS1,		 
	output wire[4:0] RS2,		 
	output wire RegWriteD,		 
	output wire MemWriteD,		 
	output wire MemReadD,		 
	output wire IsJumpD,		 
	output wire IsBranchD,		 
	output logic[3:0] alu_op,	 
	output logic AS1,			 
	output logic AS2,			 
	output wire[31:0] ImmExtD,	 
	output wire[1:0] ResultSrcD		 
);
localparam NOP = 32'h33;
localparam OP_ARITH  =7'b0110011;
localparam OP_ARITHI =7'b0010011;
localparam OP_LOAD   =7'b0000011;
localparam OP_STORE  =7'b0100011;
localparam OP_BRANCH =7'b1100011;
localparam OP_JAL    =7'b1101111;
localparam OP_JALR   =7'b1100111;
localparam OP_LUI    =7'b0110111;
localparam OP_AUIPC  =7'b0010111;
localparam OP_ECALL  =7'b1110011;
localparam OP_EBREAK =7'b1110011;
localparam TYPE_R =3'b111;  
localparam TYPE_I =3'b000;
localparam TYPE_S =3'b001;
localparam TYPE_B =3'b010;
localparam TYPE_J =3'b011;
localparam TYPE_U =3'b100;
localparam TYPE_N =3'bxxx;  
localparam ALU_INVL = 4'b0000;  
localparam ALU_ADD  = 4'b0001;  
localparam ALU_SUB  = 4'b0010;  
localparam ALU_XOR  = 4'b0011;  
localparam ALU_OR   = 4'b0100;  
localparam ALU_AND  = 4'b0101;  
localparam ALU_SLL  = 4'b0110;  
localparam ALU_SRL  = 4'b0111;  
localparam ALU_SRA  = 4'b1000;  
localparam ALU_SLT  = 4'b1001;  
localparam ALU_SLTU = 4'b1010;  
	reg[31:0] instruction;
	assign instruction_out = instruction;
	reg[31:0] pc;
	assign PC_out = pc;
	reg[31:0] pcplus4;
	assign PCplus4_out = pcplus4;
	reg branch_predicted_taken;
	assign branch_predict_out = branch_predicted_taken;
	reg[31:0] branch_target;
	assign branch_target_predict_out = branch_target;
	reg mstall_flop;
	always @(posedge clk, negedge rst_n) begin
		if(!rst_n) begin
			instruction <= NOP;
		end else begin
			instruction <= InstrF;
		end
	end
	always @(posedge clk, negedge rst_n) begin
		if(!rst_n) begin
			pc <= 32'h0;
		end else begin
			pc <= PCF;
		end
	end
	always @(posedge clk, negedge rst_n) begin
		if(!rst_n) begin
			pcplus4 <= 32'h0;
		end else begin
			pcplus4 <= PCplus4F;
		end
	end
	always @(posedge clk, negedge rst_n) begin
		if(!rst_n) begin
			branch_predicted_taken <= 1'b0;
		end else begin
			branch_predicted_taken <= branch_predicted_taken_in;
		end
	end
	always @(posedge clk, negedge rst_n) begin
		if(!rst_n) begin
			branch_target <= 32'h0;
		end else begin
			branch_target <= branch_target_in;
		end
	end
	always @(posedge clk, negedge rst_n) begin
		if(!rst_n) begin
			mstall_flop <= 1'b0;
		end else begin
			mstall_flop <= mstall_n_in;
		end
	end
	assign RD = instruction[11:7];
	assign RS1 = (opcode == OP_LUI) ? 5'b0 : instruction[19:15];  
	assign RS2 = instruction[24:20];
	assign opcode = instruction[6:0];
	assign funct3 = instruction[14:12];
	assign funct7 = instruction[31:25];
	wire[2:0] ImmSrc;
	assign ImmSrc = 
			opcode == OP_ARITHI || opcode == OP_LOAD ||
			  opcode == OP_JALR || opcode == OP_ECALL ||
			  opcode == OP_EBREAK ? TYPE_I :
			opcode == OP_STORE ? TYPE_S :
			opcode == OP_BRANCH ? TYPE_B : 
			opcode == OP_JAL ? TYPE_J :
			opcode == OP_LUI || opcode == OP_AUIPC ? TYPE_U :
			TYPE_N;
	immExtend ie(
		.instr(instruction),
		.immSrc(ImmSrc),
		.immext(ImmExtD)
	);
	assign RegWriteD = 
		opcode == OP_ARITH || opcode == OP_ARITHI || opcode == OP_LOAD || opcode == OP_JAL ||
		opcode == OP_JALR || opcode == OP_LUI || opcode == OP_AUIPC;
	assign MemWriteD = opcode == OP_STORE;
	assign MemReadD = opcode == OP_LOAD;
	assign IsJumpD = opcode == OP_JAL || OP_JALR;
	assign IsBranchD = opcode == OP_BRANCH;
	assign ResultSrcD = (opcode == OP_LUI) ? 2'b01 : (opcode == OP_JAL || opcode == OP_JALR) ? 2'b10 : 2'b00;
	always_comb begin
		alu_op = ALU_INVL;
		AS1 = 0;
		AS2 = 0;
		case (opcode)
		OP_ARITH, OP_ARITHI: begin
			AS2 = ~opcode[5];  
			case (funct3)
			3'h0: alu_op = funct7[5] ? ALU_SUB : ALU_ADD;
			3'h4: alu_op = ALU_XOR;
			3'h6: alu_op = ALU_OR;
			3'h7: alu_op = ALU_AND;
			3'h1: alu_op = ALU_SLL;
			3'h5: alu_op = funct7[5] ? ALU_SRA : ALU_SRL;
			3'h2: alu_op = ALU_SLT;
			3'h3: alu_op = ALU_SLTU;
			default:
				alu_op = ALU_INVL;
			endcase
		end
		OP_LOAD, OP_STORE: begin
			alu_op = ALU_ADD;
			AS1 = 0;
			AS2 = 1;
		end
		OP_BRANCH: begin
		end
		OP_JAL, OP_AUIPC: begin
			alu_op = ALU_ADD;
			AS1 = 1;  
			AS2 = 1;  
		end
		OP_JALR, OP_LUI: begin
			alu_op = ALU_ADD;
			AS1 = 0;  
			AS2 = 1;
		end
		endcase
	end
endmodule  
`default_nettype wire
`default_nettype none
module immExtend(
    input wire [31:0] instr,
    input wire [2:0] immSrc,
    output logic [31:0] immext
);
always_comb begin
    case(immSrc)
        3'b000: immext = {{20{instr[31]}}, instr[31:20]};
        3'b001: immext = {{20{instr[31]}}, instr[31:25], instr[11:7]};
        3'b010: immext = {{20{instr[31]}}, instr[7], instr[30:25], instr[11:8], 1'b0};
        3'b011: immext = {{12{instr[31]}}, instr[19:12], instr[20], instr[30:21], 1'b0};
        3'b100: immext = {instr[31:12], 12'b0};
        default: immext = 32'bx;  
    endcase
end
endmodule
`default_nettype wire
$ cat flow/run.sh
#!/bin/bash
# OpenROAD 26Q1-2900-gdf79404cd8, Yosys 0.63+post, stock flow scripts
make -C /OpenROAD-flow-scripts/flow DESIGN_CONFIG=/design/flow/config.mk WORK_HOME=/design/flow/orfs finish
$ cat flow/config.mk
export PLATFORM = sky130hd
export DESIGN_NAME = decode
export DESIGN_NICKNAME = decode
export VERILOG_FILES = /design/flow/design.v
export SDC_FILE = /design/flow/constraint.sdc
export NUM_CORES = 4
export LEC_CHECK = 1
export CORE_AREA = 10 10 179 179
export DIE_AREA = 0 0 189 189
$ cat flow/constraint.sdc
current_design decode

set clk_period 3.1
set clk_io_pct 0.2

create_clock -name clk0 -period $clk_period [get_ports {clk}]

set non_clock_inputs [all_inputs -no_clocks]
set_input_delay [expr $clk_period * $clk_io_pct] -clock clk0 $non_clock_inputs
set_output_delay [expr $clk_period * $clk_io_pct] -clock clk0 [all_outputs]
==> notes.md <==
Walking the worst path, the cells encountered are nand2_2, nor2_4, o2111ai_4, mux2_2, clkdlybuf4s50_1. In this run the tool buffered the top-level ports with 335 buffer cells. Summing all placed instances gives a cell area of 7878 µm². The routed design shows a wire length per standard cell of 18.26 µm. Yosys mapped a number of flops with a built-in enable equal to 0. For the number of antenna violations at the first check in global routing, the log shows 1.

CTS placed an instance of sky130_fd_sc_hd__clkbuf_16 at the clock tree root. The layout cell share with drive strength beyond 1 is 0.1285. Setup repair after global routing could not meet its margin everywhere. The region available for standard cell placement spans 28010 µm².

Pins over their slew limit in the final report were tallied at 0. Looking at the clock tree report, the H-tree level count equals 4. For the largest vdd supply drop, the log shows 0.0003569 V. TritonCTS reports the number of clock sinks as 129. With the first-pass iteration count of the detailed router at 4, the final setup violation count is 0. The die height was 189 µm. The initialized floorplan defines 61 standard-cell rows. Summing all flip-flop and latch instances after layout gives 3236 µm². Detailed placement ended at an HPWL of 14690 µm.

The worst hold path class was input pin to async pin. The final antenna diode tally reported by the flow is 0. Total power for the finished layout comes to 4.352 mW. By startpoint and endpoint, the worst setup path is classified as flip-flop to output port. Summing over every cut layer, the via total after detailed routing is 3380.

The flow measured a signed area growth from synthesis to layout of 102.9%. The mean instance size in the synthesized netlist is 15.93 µm². The register share after synthesis is 0.7600. The number of clock buffers inserted by TritonCTS is 17, and the number of inserted filler cells in the final layout is 2760. At the worst endpoint, the arrival time is 2390 ps. In the synthesis report, Yosys lists the chip area as 4254 µm². The delay of the slowest critical-path stage works out to 610 ps.

The share of flip-flops with an asynchronous set or reset after synthesis was 1.000; the number of failing hold endpoints at the final stage was 0. The worst relative slew slack is 0.5802, and the floorplan utilization is 0.1519. Per the synthesis report, the number of distinct cell types is 44. The overall global routing resource usage came out at 0.09973.

Highest-delay cell along the critical path: sky130_fd_sc_hd__dfstp_2. The report shows a maximum critical-path fanout of 8. The run gives 3819 for the via count of the first global-routing pass.

The first global-routing pass estimated 26200 µm of wire. The final timing report derives a shortest allowable period of 3008 ps. Synthesis produced a netlist whose cell count is 267. The run finished with clean final reports. The logs give 0 for the remaining antenna violation count after routing and 0 for the leftover overflow at the end of global routing. The violation tally from detailed-route iteration zero was 76. The transition time at the pin with the least slew margin works out to 629.8 ps. The combined area of all synthesized cells was 4254 µm². The number of warnings the tools reported was 27.

For the post-route DRC violation count, the log shows 0. The yosys cell count is 267. The I/O pin total was 338.

The chip width came out at 189 µm. No sink is reached through more buffers than the 2 on the longest clock path. Tally of yosys warning messages: 2. On the reported timing paths, the clock transition at the registers reads 60 ps.

Per the timing report, the achievable frequency comes out to 332.4 MHz. The full die area is 35720 µm², and the power per cell area is 504.3 nW/µm². Total wire length after detailed routing: 18130 µm.

Hold buffer count at cts: 0. Routability-driven placement finished with a final weighted congestion of 0.8107. STA classifies the critical path startpoint as a flip-flop.

TritonCTS built the clock tree. In this run the maximum-capacitance check reported violations numbering 0. The final report gives the standard cell area, fillers excluded, as 8630 µm². After synthesis the netlist holds a flip-flop and latch count of 129.

The data required time at the worst endpoint came out at 2480 ps. With the largest net degree at the start of global routing at 70, the ratio of final minimum period to clock period is 0.9704. For the leakage power figure, the log shows 3.571 nW. For this run, the leading register cell type out of synthesis is sky130_fd_sc_hd__dfrtp_1. For the footprint of the multi-input gates, the log shows 785.8 µm². The element type at the critical path end was an output port. The mean number of vias per cell works out to 3.404.
repair_timing:
item,4_1_cts,5_1_grt
pin swaps,4,7
gates resized,9,10
buffers inserted,8,4
endpoints found under the setup margin,34,29
cells in the final DEF (no fill, tap or decap), types with 5 or more instances in the layout:
| cell type | count |
|---|---|
| sky130_fd_sc_hd__a21oi_1 | 7 |
| sky130_fd_sc_hd__and2b_1 | 5 |
| sky130_fd_sc_hd__a21o_1 | 11 |
| sky130_fd_sc_hd__mux2_2 | 8 |
| sky130_fd_sc_hd__clkbuf_16 | 17 |
| sky130_fd_sc_hd__buf_4 | 12 |
| sky130_fd_sc_hd__clkinv_4 | 6 |
| sky130_fd_sc_hd__dfrtp_1 | 123 |
| sky130_fd_sc_hd__clkdlybuf4s50_1 | 332 |
| sky130_fd_sc_hd__nor2_1 | 6 |
cells in the mapped netlist, types with 3 or more instances:
library cell	count	area, µm²
sky130_fd_sc_hd__dfrtp_1	125	3128
sky130_fd_sc_hd__buf_4	32	240.2
sky130_fd_sc_hd__a21o_1	11	82.58
sky130_fd_sc_hd__mux2_2	8	90.09
sky130_fd_sc_hd__a21oi_1	7	35.03
sky130_fd_sc_hd__and2_1	6	37.54
sky130_fd_sc_hd__nor2_1	6	22.52
sky130_fd_sc_hd__and2b_1	5	37.54
sky130_fd_sc_hd__nand2b_1	5	31.28
sky130_fd_sc_hd__a22o_1	4	35.03
sky130_fd_sc_hd__dfstp_2	4	105.1
sky130_fd_sc_hd__nand2_1	4	15.01
sky130_fd_sc_hd__nand3_1	4	20.02
sky130_fd_sc_hd__nor2b_1	4	25.02
sky130_fd_sc_hd__nand4b_1	3	26.28
sky130_fd_sc_hd__nor2_2	3	18.77
sky130_fd_sc_hd__o21ai_0	3	15.01
state kept, by name, indices dropped and copies added (netlist names):
name                    flops
pc                         32
branch_predicted_taken      1
instruction                32
pcplus4                    32
branch_target              32
where the power goes:
group	total (mW)	leakage, nW	internal (mW)	switching [mW]
registers	1.82	1.50	1.77	0.0532
clock network	1.99	0.285	1.20	0.799
logic	0.533	1.79	0.400	0.133
final cells by class:
class                   count  share of cell area
flip-flops and latches    129              0.3749
repair buffers            353              0.4105
inverters                   2           0.0008699
clock buffers              18             0.04973
well taps                 378             0.05481
clock inverters            14             0.01812
multi-input cells          99             0.09105
per-stage QoR:
stage | TNS (ps) | worst slack [ps] | hold WS [ps] | util | std cells
floorplan | 0 | 1093 | 324.4 | - | 267
global placement | 0 | 159.6 | 675.5 | 0.2812 | 950
detailed placement | 0 | 153.0 | 675.5 | 0.2812 | 950
CTS | 0 | 3.733 | 219.0 | 0.3061 | 990
global route | -115.0 | -18.09 | 223.9 | 0.3081 | 993
finish | 0 | 91.74 | 195.4 | 0.3081 | 993
kinds of logic after synthesis:
| kind of cell | count (synthesis) | share of synthesized area |
|---|---|---|
| flops | 129 | 0.7600 |
| simple gates | 52 | 0.08442 |
| other cells | 1 | 0.0008815 |
| compound gates | 35 | 0.06176 |
| mux | 10 | 0.02588 |
| xor+xnor | 1 | 0.002059 |
| buf+inv | 39 | 0.06500 |
how the worst max path moves through the flow:
| stage | startpoint | to | slack [ps] |
|---|---|---|---|
| finish | instruction[0] | ImmExtD[19] | 90 |
| global route | instruction[0] | ImmExtD[16] | -20 |
| CTS | instruction[2] | ImmExtD[17] | 4 |
metal layers:
layer,global-route usage,up-vias,share of wire
li1,-,1541,-
met1,0.1133,1602,0.36
met2,0.1623,226,0.48
met3,0.05954,11,0.14
met4,0.01374,0,0.014
met5,0,-,0
critical path, delay by kind of cell (launching register included):
family                 cells  cell delay, ps
DFF                        1             610
muxes                      1             310
buffers and inverters      1             480
AOI/OAI and AO/OA          1             270
and+or+nand+nor            2             290
Power and IR drop assume default switching activity.
